--- design/flow/config.mk ---
export PLATFORM = sky130hd
export DESIGN_NAME = D_FF_64
export DESIGN_NICKNAME = D_FF_64
export VERILOG_FILES = /design/flow/design.v
export SDC_FILE = /design/flow/constraint.sdc
export NUM_CORES = 4
export LEC_CHECK = 1
export CORE_UTILIZATION = 40
--- design/flow/constraint.sdc ---
current_design D_FF_64

set clk_period 1.0
set clk_io_pct 0.2

create_clock -name clk0 -period $clk_period [get_ports {clk}]

set non_clock_inputs [all_inputs -no_clocks]
set_input_delay [expr $clk_period * $clk_io_pct] -clock clk0 $non_clock_inputs
set_output_delay [expr $clk_period * $clk_io_pct] -clock clk0 [all_outputs]
--- design/flow/design.v ---
`timescale 1ns/10ps
module D_FF (clk, reset, q, d);
	output reg q;
	input d, reset, clk;
	always_ff @(posedge clk) begin
		if(reset)
			q <= 0;
		else
			q <= d;
	end
endmodule
module D_FF_en (clk, enable, reset, q, d);
	input logic clk, enable, d, reset;
	output logic q;
	logic out;
	mux2_1 findResult (.out(out), .i({d, q}), .sel(enable));
	D_FF update (.clk(clk), .reset(reset), .q(q), .d(out));
endmodule
module D_FF_3 (clk, reset, q, d);
	input logic clk, reset;
	input logic [2:0] d;
	output logic [2:0] q;
	genvar i;
	generate
		for(i = 0; i < 3; i++) begin: findResult
			D_FF update (.clk(clk), .reset(reset), .q(q[i]), .d(d[i]));
		end
	endgenerate
endmodule
module D_FF_5 (clk, reset, q, d);
	input logic clk, reset;
	input logic [4:0] d;
	output logic [4:0] q;
	genvar i;
	generate
		for(i = 0; i < 5; i++) begin: findResult
			D_FF update (.clk(clk), .reset(reset), .q(q[i]), .d(d[i]));
		end
	endgenerate
endmodule
module D_FF_32 (clk, reset, q, d);
	input logic clk, reset;
	input logic [31:0] d;
	output logic [31:0] q;
	genvar i;
	generate
		for(i = 0; i < 32; i++) begin: findResult
			D_FF update (.clk(clk), .reset(reset), .q(q[i]), .d(d[i]));
		end
	endgenerate
endmodule
module D_FF_64 (clk, reset, q, d);
	input logic clk, reset;
	input logic [63:0] d;
	output logic [63:0] q;
	genvar i;
	generate
		for(i = 0; i < 64; i++) begin: findResult
			D_FF update (.clk(clk), .reset(reset), .q(q[i]), .d(d[i]));
		end
	endgenerate
endmodule
module D_FF_en_64 (clk, enable, reset, q, d);
	input logic clk, enable, reset;
	input logic [63:0] d;
	output logic [63:0] q;
	genvar i;
	generate
		for(i = 0; i < 64; i++) begin: findResult
			D_FF_en update (.clk(clk), .enable(enable), .reset(reset), .q(q[i]), .d(d[i]));
		end
	endgenerate
endmodule
--- design/flow/run.sh ---
#!/bin/bash
# OpenROAD 26Q1-2900-gdf79404cd8, Yosys 0.63+post, stock flow scripts
make -C /OpenROAD-flow-scripts/flow DESIGN_CONFIG=/design/flow/config.mk WORK_HOME=/design/flow/orfs finish
==> metrics.cfg <==
[flow_run]
warning_count=25
cap_viol_max_count=0

[critical_path]
crit_fanout=1
critPathSlowestCell=dfxtp_2
path_cells=buf_2
path_buffers=1
cp_top_family=flip-flops
crit_path_end_kind=primary output
cp.arrival_ns=0.74
cp.required_ns=0.80
crit_type=reg -> out
cp-start-kind=register
cpPeakStageDelay_ns=0.31

[detailed_routing]
dr.first_iter.drc_count=20
num_vias=1333
route.detailed.drc=0
wl_mm=3.85
diodes=0
drtPass1Iterations=3
ant_nets=0
viasPerCell=3.84
avgRoutedWirePerCell_um=11.1

[timing]
rsz0062_at_grt=false
period_needed_ns=0.935
fmax_ghz=1.07
finalSetupViolCount=0
fin_crit_sh=0.935
slew_headroom=0.883
fin_setup_tns_ns=0
worstMarginPinSlew_ns=0.176
setup_slack_ns=0.0649
hold_viol_final=0
drv_slew=0

[power]
power_frac_seq=0.530
switching_share=0.193
pwr_density_cell_mw_per_mm2=1640
p_leak_nw=1.41
peakVddDrop_mv=0.876
clkPwrFrac=0.363
share_comb_of_total_power=0.107
power.internal_w=0.00413
switchingPower_w=0.000986

[floorplanning]
fp_util=0.425
die_height_um=79.4
rows=27
io-pin-count=130
die_x_um=79.4
chipArea_mm2=0.00631
coreArea_mm2=0.00564

[yosys]
yosys_warnings=1
netlist_instances=199
synth_chip_area_mm2=0.00240
synth_top_area_share=0.534
yosys_cells=199
synth_area_mm2=0.00240
synth.area.top_cells=dfxtp_1 53%, nor2b_2 22%, buf_4 20%
ys_seq_elements=64
ys_seq_frac=0.534
syn_area_per_cell_um2=12.1
synthDistinctLibCells=6
yosysTopAreaCell=dfxtp_1

[clock_network]
cts_tree=yes
clkTransAtPathRegs_ns=0.06
root_buffer=clkbuf_8
cts_hold_buf=0
htree_levels=3
cts_sinks=64
cts_buffers=9
cts_setup_buffers=0
clk_path_buf_depth=2

[layout]
n_fill_cell=525
drive_above_1_share=0.516
largest_reg_flops=64
syn2layout_area_growth_pct=30.1
seqCellArea_mm2=0.00128
largest_register=findResult.update.q
top_regs=findResult.update.q (64)
comb_area_um2=551

[global_route]
grt_pass1_wl_mm=5.62
grtUsageTotal=0.120
overflow=0
grt_pass1_vias=1221
grt_max_degree=28
grt_antenna_before_repair=0

[min_path]
min_path_type=in -> reg

[placed_design]
portBuffers=129
pre_cts_ws_ns=0.0321
place_congestion=0.740
hpwl_mm=2.75

[status]
status=finished clean

-- per-layer routing --
layer | routed length, um | part of all wire | GRT usage
met2 | 1640 | 0.43 | 0.176
met4 | 103 | 0.027 | 0.0364
met5 | 0 | 0 | 0
met1 | 1500 | 0.39 | 0.153
met3 | 601 | 0.16 | 0.0650
-- worst paths after layout --
path,startpoint,to,slack (ns),cells after the start
min,reset,findResult[42].update.q,0.27,3
max,findResult[48].update.q,q[48],0.06,1
-- placed cells by master, fill, tap and decap left out, drive strengths merged --
| cell | Yosys | layout |
|---|---|---|
| dfxtp | 64 | 64 |
| clkbuf | 0 | 15 |
| buf | 71 | 68 |
| nor2b | 64 | 64 |
| clkdlybuf4s50 | 0 | 64 |
-- power by group through the flow --
| stage | Clock, W | Combinational (W) | Sequential, W |
|---|---|---|---|
| final | 0.00186 | 0.000548 | 0.00271 |
| after global routing | 0.00206 | 0.000601 | 0.00272 |
| after CTS | 0.00196 | 0.000563 | 0.00271 |
-- cell usage after synthesis --
library cell / number
nor2b_2: 60
nor2b_1: 4
buf_4: 64
buf_6: 5
buf_8: 2
dfxtp_1: 64
-- area by class of cell --
type,instances,share of cell area
well taps,72,0.0289
flip-flops and latches,64,0.412
multi-input cells,64,0.176
clock buffers,15,0.0533
repair buffers,132,0.330
-- cells by family after synthesis --
| kind of cell | Yosys count | share of synthesized area |
|---|---|---|
| buffers and inverters | 71 | 0.236 |
| flip-flops | 64 | 0.534 |
| AND/OR/NAND/NOR | 64 | 0.230 |
-- stage by stage --
| stage | instance area, um^2 | hold WS, ns | cells | power [W] | utilization |
|---|---|---|---|---|---|
| 5_1_grt | 3120 | 0.266 | 347 | 0.00539 | 0.553 |
| 2_1_floorplan | 2400 | 0.328 | 199 | 0.00312 | - |
| 6_report | 3120 | 0.273 | 347 | 0.00512 | 0.553 |
| 4_1_cts | 3120 | 0.264 | 347 | 0.00524 | 0.553 |
| 3_3_place_gp | 3270 | 0.617 | 332 | 0.00346 | 0.580 |
| 3_5_place_dp | 3270 | 0.622 | 332 | 0.00346 | 0.580 |
-- timing repair --
item                                    4_1_cts  5_1_grt
resized                                     195        0
endpoints found under the hold margin         0        0
endpoints found under the setup margin       64        0
No activity file was given, so power comes from the tool's default toggle rates.
